--- flow/design.v ---
`timescale 1ns / 1ps
`timescale 1ns / 1ps
module lcd_decoder(
    font,
    mark
);
input [5:0] font;
output reg [255:0] mark;
always @(font)
	case(font)
		6'd0: mark = 256'h0000_0000_0ff0_0ff0_3c3c_3c3c_3cfc_3cfc_3f3c_3f3c_3c3c_3c3c_0ff0_0ff0_0000_0000;
		6'd1: mark = 256'h0000_0000_03c0_03c0_0fc0_0fc0_03c0_03c0_03c0_03c0_03c0_03c0_3ffc_3ffc_0000_0000;
		6'd2: mark = 256'h0000_0000_0ff0_0ff0_3c3c_3c3c_00f0_00f0_03c0_03c0_0f00_0f00_3ffc_3ffc_0000_0000;
		6'd3: mark = 256'h0000_0000_3ffc_3ffc_00f0_00f0_03c0_03c0_00f0_00f0_3c3c_3c3c_0ff0_0ff0_0000_0000;
		6'd4: mark = 256'h0000_0000_00f0_00f0_03f0_03f0_0ff0_0ff0_3cf0_3cf0_3ffc_3ffc_00f0_00f0_0000_0000;
		6'd5: mark = 256'h0000_0000_3ffc_3ffc_3c00_3c00_3ff0_3ff0_003c_003c_3c3c_3c3c_0ff0_0ff0_0000_0000;
		6'd6: mark = 256'h0000_0000_0ff0_0ff0_3c00_3c00_3ff0_3ff0_3c3c_3c3c_3c3c_3c3c_0ff0_0ff0_0000_0000;
		6'd7: mark = 256'h0000_0000_3ffc_3ffc_003c_003c_00f0_00f0_03c0_03c0_0f00_0f00_0f00_0f00_0000_0000;
		6'd8: mark = 256'h0000_0000_0ff0_0ff0_3c3c_3c3c_0ff0_0ff0_3c3c_3c3c_3c3c_3c3c_0ff0_0ff0_0000_0000;
		6'd9: mark = 256'h0000_0000_0ff0_0ff0_3c3c_3c3c_0ffc_0ffc_003c_003c_00f0_00f0_0fc0_0fc0_0000_0000;
		6'd10: mark = 256'h0000_0000_03c0_03c0_0ff0_0ff0_3c3c_3c3c_3c3c_3c3c_3ffc_3ffc_3c3c_3c3c_0000_0000;
		6'd11: mark = 256'h0000_0000_3ff0_3ff0_3c3c_3c3c_3ff0_3ff0_3c3c_3c3c_3c3c_3c3c_3ff0_3ff0_0000_0000;
		6'd12: mark = 256'h0000_0000_0ff0_0ff0_3c3c_3c3c_3c00_3c00_3c00_3c00_3c3c_3c3c_0ff0_0ff0_0000_0000;
		6'd13: mark = 256'h0000_0000_3fc0_3fc0_3cf0_3cf0_3c3c_3c3c_3c3c_3c3c_3cf0_3cf0_3fc0_3fc0_0000_0000;
		6'd14: mark = 256'h0000_0000_3ffc_3ffc_3c00_3c00_3ff0_3ff0_3c00_3c00_3c00_3c00_3ffc_3ffc_0000_0000;
		6'd15: mark = 256'h0000_0000_3ffc_3ffc_3c00_3c00_3ff0_3ff0_3c00_3c00_3c00_3c00_3c00_3c00_0000_0000;
		6'd16: mark = 256'h0000_0000_0ffc_0ffc_3c00_3c00_3c00_3c00_3cfc_3cfc_3c3c_3c3c_0ffc_0ffc_0000_0000;
		6'd17: mark = 256'h0000_0000_3c3c_3c3c_3c3c_3c3c_3ffc_3ffc_3c3c_3c3c_3c3c_3c3c_3c3c_3c3c_0000_0000;
		6'd18: mark = 256'h0000_0000_3ffc_3ffc_03c0_03c0_03c0_03c0_03c0_03c0_03c0_03c0_3ffc_3ffc_0000_0000;
		6'd19: mark = 256'h0000_0000_00fc_00fc_003c_003c_003c_003c_003c_003c_3c3c_3c3c_0ff0_0ff0_0000_0000;
		6'd20: mark = 256'h0000_0000_3c3c_3c3c_3cf0_3cf0_3fc0_3fc0_3fc0_3fc0_3cd0_3cf0_3c3c_3c3c_0000_0000;
		6'd21: mark = 256'h0000_0000_3c00_3c00_3c00_3c00_3c00_3c00_3c00_3c00_3c00_3c00_3ffc_3ffc_0000_0000;
		6'd22: mark = 256'h0000_0000_781e_781e_7e7e_7e7e_7ffe_7ffe_799e_799e_781e_781e_781e_781e_0000_0000;
		6'd23: mark = 256'h0000_0000_3c3c_3c3c_3f3c_3f3c_3ffc_3ffc_3ffc_3ffc_3cfc_3cfc_3c3c_3c3c_0000_0000;
		6'd24: mark = 256'h0000_0000_0ff0_0ff0_3c3c_3c3c_3c3c_3c3c_3c3c_3c3c_3c3c_3c3c_0ff0_0ff0_0000_0000;
		6'd25: mark = 256'h0000_0000_3ff0_3ff0_3c3c_3c3c_3c3c_3c3c_3ff0_3ff0_3c00_3c00_3c00_3c00_0000_0000;
		6'd63: mark = 256'h0000_0000_0000_0000_0000_0000_0000_0000_0000_0000_0000_0000_0000_0000_0000_0000;
		default: mark = 256'h0000_0000_0000_0000_0000_0000_0000_0000_0000_0000_0000_0000_0000_0000_0000_0000;
	endcase
endmodule
--- flow/config.mk ---
export PLATFORM = sky130hd
export DESIGN_NAME = lcd_decoder
export DESIGN_NICKNAME = lcd_decoder
export VERILOG_FILES = /design/flow/design.v
export SDC_FILE = /design/flow/constraint.sdc
export NUM_CORES = 4
export LEC_CHECK = 1
export CORE_AREA = 10 10 110 110
export DIE_AREA = 0 0 120 120
export SYNTH_MEMORY_MAX_BITS = 65536
--- flow/run.sh ---
#!/bin/bash
# OpenROAD 26Q1-2900-gdf79404cd8, Yosys 0.63+post, stock flow scripts
make -C /OpenROAD-flow-scripts/flow DESIGN_CONFIG=/design/flow/config.mk WORK_HOME=/design/flow/orfs finish
--- flow/constraint.sdc ---
current_design lcd_decoder

set clk_period 1.8
set clk_io_pct 0.2

create_clock -name clk0 -period $clk_period

set non_clock_inputs [all_inputs -no_clocks]
set_input_delay [expr $clk_period * $clk_io_pct] -clock clk0 $non_clock_inputs
set_output_delay [expr $clk_period * $clk_io_pct] -clock clk0 [all_outputs]
==> summary.rpt <==
RUN STATUS
----------------------------------------------------------------------------------------
Run status                                                                  complete, but fails checks
Violated checks                                                             setup timing

RUN
----------------------------------------------------------------------------------------
Number of warnings in the stage logs                                                  42
MaxCap Viol Count                                                                      0

LOGIC SYNTHESIS
----------------------------------------------------------------------------------------
Cell type with the largest total area after synthesis                              buf_4
Number of cell instances after yosys synthesis                                       450
Average size of a mapped cell                                                   6.65 µm²
Top-area cell type share of the netlist area                                       0.524
Main area contributors                                                      buf_4 (52%), a21oi_1 (7.0%), nor2_1 (3.8%)
Fraction of the yosys area taken by sequential cells                                   0
Top cells by count, synth                                                   buf_4 (209), a21oi_1 (42), nor2_1 (30)
Synth warnings                                                                         1
Summed instance area of the synthesized netlist                              0.00299 mm²
Number of cells produced by synthesis                                                450
Yosys top cell by instances                                                        buf_4
Post-synth cell types                                                                 49
Yosys synthesis chip area                                                    0.00299 mm²

FINAL LAYOUT
----------------------------------------------------------------------------------------
Number of clock-tree buffers in the layout                                             0
Fraction of final layout cells sized beyond drive strength 1                       0.784
Number of fill cells in the layout                                                   730
Fraction of the core area covered by cells at the end of the flow                  0.637
Register area                                                                      0 µm²
Layout area overhead                                                                108%
Number of flip-flops and latches                                                       0
Fin area                                                                     0.00623 mm²
Comb gate area                                                               0.00278 mm²

FINAL TIMING
----------------------------------------------------------------------------------------
Minimum clock period                                                             2.18 ns
Min setup slack post-route                                                     -0.381 ns
RSZ-0062 raised after global routing                                                true
Final clock period utilization by the worst path                                    1.21
Total setup violations reported at the end of the flow                               165
Aggregate negative setup slack                                                 -31.01 ns
Max-slew violation count                                                               0
Achievable clock frequency                                                     0.458 GHz
Final tally of hold violations                                                         0

PLACED DESIGN
----------------------------------------------------------------------------------------
Final HPWL from detailed placement                                             10,400 µm
Dpl cell area                                                                0.00439 mm²
Number of buffers added on ports                                                     174
Placer's final routability congestion estimate                                     0.992

SETUP PATH
----------------------------------------------------------------------------------------
Critical Path Sink                                                             mark[136]
Worst Setup End Kind                                                         output port
Arrival time of data at the critical path endpoint                               1.82 ns
Worst path slowest cell                                                        a2111oi_4
Worst path most repeated cell                                                      buf_6
Req. time, crit path                                                             1.44 ns
Buffering stage count on the worst path with inverters included                        5
Cell Chain, Critical Path                                                   buf_12 > buf_6 > ha_4 > or2_4 > and3_4 > a2111oi_4 > buf_4 > buf_6 > buf_6
Critical path peak fanout                                                              4
Critical path origin                                                             font[1]
Critical path's largest stage delay                                              0.36 ns
Category of the worst setup path launch point                                  input pin
Crit Path Category                                                          input pin to output port
Worst path depth                                                                       9
Category of cells accounting for the largest share of critical-path delay   buffers and inverters

POWER
----------------------------------------------------------------------------------------
Peak supply drop                                                                0.128 mV
Reported leakage power                                                           3.10 nW
Power dissipated by switching net loads                                           714 µW
Power density relative to cell area                                           263 mW/mm²
Fraction of power consumed by the clock network                                        0
Internal                                                                          922 µW
Sequential cell fraction of total power                                                0
Logic gate share of total power                                                    1.000
Switching power as a share of total power                                          0.436

DRT
----------------------------------------------------------------------------------------
Routed vias                                                                        3,581
Vias per cell                                                                       4.43
Antenna-violating nets left                                                            0
Routed wire length                                                             15,000 µm
Post-DR wirelength/cell                                                          18.6 µm
Number of design rule violations left after detail routing                             0
Violation count after the first detailed-routing iteration                           149
First-pass DRT Iterations                                                              4
Total antenna diodes in the routed design                                              0

FLOORPLANNING
----------------------------------------------------------------------------------------
Total Die Area                                                                0.0144 mm²
Die width                                                                         120 µm
Io pins                                                                              262
Area of the core                                                             0.00977 mm²
Number of rows created at floorplan                                                   36
Height of the die                                                                 120 µm
Initial Utilization                                                                0.306

HOLD PATH
----------------------------------------------------------------------------------------
Hold WC Path Type                                                           input pin to output port

GLOBAL ROUTE
----------------------------------------------------------------------------------------
Initial antenna violation count                                                        0
Total GRT Usage                                                                    0.180
GR Overflow Total                                                                      0
Vias in the first global route                                                     3,792
Largest net degree at the start of global routing                                     21
Global-route wire length before repair                                         21,400 µm

CLOCK NETWORK
----------------------------------------------------------------------------------------
CTS hold repair buffers                                                                0

==> layout make-up <==
| cell class | instances | area share |
|---|---|---|
| repair buffers | 369 | 0.520 |
| multi-input cells | 301 | 0.447 |
| inverters | 6 | 0.00603 |
| well taps | 133 | 0.0267 |
==> logic make-up after synthesis <==
logic type | Yosys count | share of synthesized area
multiplexers | 2 | 0.00753
AND-OR/OR-AND | 101 | 0.215
other | 1 | 0.00125
adder cells (fa/ha/maj) | 8 | 0.0335
AND/OR/NAND/NOR | 102 | 0.167
buffers and inverters | 236 | 0.575
==> stage by stage <==
stage	setup WS [ns]	instances	power [mW]	hold slack, ns
floorplan	-0.128	537	0.703	0.867
global placement	-1.38	703	1.13	1.60
detailed placement	-1.36	703	1.14	1.60
CTS	-0.440	793	1.44	1.25
global route	-0.427	809	1.75	1.28
finish	-0.381	809	1.64	1.26
==> layout by cell type (no fill, tap or decap), types with 3 or more instances in the layout <==
cell type	netlist	layout
buf_6	5	130
buf_4	209	105
buf_2	11	103
conb_1	1	88
a21oi_4	0	22
a21oi_2	3	16
nor2_2	0	12
nor2_1	30	12
buf_12	0	11
nand2_4	0	10
nor2b_4	0	8
nand2b_4	0	8
nor3_4	0	8
ha_4	0	8
clkbuf_2	0	8
nor3_2	0	7
o21ai_2	4	7
a21oi_1	42	7
a31oi_4	0	7
nand2_1	22	7
nor2_4	0	6
nand2_2	2	6
o21ai_4	0	5
a211oi_2	1	5
o21a_1	3	3
nand2b_1	10	3
buf_16	0	3
dlygate4sd2_1	0	3
buf_8	0	3
==> what timing repair did <==
item	4_1_cts	5_1_grt
cloned	4	2
setup endpoints to repair	168	168
pin swaps	107	62
resized	792	109
buffers inserted	92	31
==> worst min path at each step <==
| stage | cells past startpoint | end | startpoint |
|---|---|---|---|
| final | 5 | mark[210] | font[2] |
| after global routing | 5 | mark[215] | font[3] |
| after CTS | 4 | mark[106] | font[2] |
==> power by group through the flow <==
stage | clock network, mW | registers, mW | logic (mW)
finish | 0 | 0 | 1.64
CTS | 0 | 0 | 1.44
global route | 0 | 0 | 1.75
==> layer usage <==
| layer | global-route usage | up-vias | share of wire |
|---|---|---|---|
| li1 | - | 1657 | - |
| met1 | 0.234 | 1721 | 0.44 |
| met2 | 0.310 | 188 | 0.48 |
| met3 | 0.0366 | 15 | 0.071 |
| met4 | 0.0181 | 0 | 0.013 |
| met5 | 0 | - | 0 |
No activity file was given, so power comes from the tool's default toggle rates.
