**run.sh**
```bash
#!/bin/bash
# OpenROAD 26Q1-2900-gdf79404cd8, Yosys 0.63+post, stock flow scripts
make -C /OpenROAD-flow-scripts/flow DESIGN_CONFIG=/design/flow/config.mk WORK_HOME=/design/flow/orfs finish
```
**config.mk**
```make
export PLATFORM = sky130hd
export DESIGN_NAME = lcd_ctrl
export DESIGN_NICKNAME = lcd_ctrl
export VERILOG_FILES = /design/flow/design.v
export SDC_FILE = /design/flow/constraint.sdc
export NUM_CORES = 4
export LEC_CHECK = 1
export CORE_UTILIZATION = 50
```
**constraint.sdc**
```tcl
current_design lcd_ctrl

set clk_period 4.6
set clk_io_pct 0.2

create_clock -name clk0 -period $clk_period [get_ports {clk}]

set non_clock_inputs [all_inputs -no_clocks]
set_input_delay [expr $clk_period * $clk_io_pct] -clock clk0 $non_clock_inputs
set_output_delay [expr $clk_period * $clk_io_pct] -clock clk0 [all_outputs]
```
**design.v**
```verilog
`timescale 1ns / 1ps
`timescale 1ns / 1ps
module lcd_ctrl(
    clk,  
    rst_n,  
    data_ack,  
    data,  
    lcd_di,  
    lcd_rw,  
    lcd_en,  
    lcd_rst,  
    lcd_cs,  
    lcd_data,  
    addr,  
    data_request  
);
input clk;  
input rst_n;  
input data_ack;  
input [7:0] data;  
output lcd_di;  
output lcd_rw;  
output lcd_en;  
output lcd_rst;  
output [1:0] lcd_cs;  
output [7:0] lcd_data;  
output [6:0] addr;  
output data_request;  
reg lcd_di;  
reg lcd_rw;  
reg [7:0] lcd_data;  
reg lcd_di_next;  
reg lcd_rw_next;  
reg [7:0] lcd_data_next;  
reg data_request;  
reg data_request_next;  
reg lcd_en;  
reg [2:0] state;  
reg [2:0] state_next;  
reg [7:0] counter_y;  
reg [7:0] counter_y_next;  
reg [3:0] counter_page;  
reg [3:0] counter_page_next;  
reg [3:0] image;  
reg [3:0] image_next;  
reg [13:0] idle_counter;  
reg [13:0] idle_counter_next;  
reg [14:0] pause_counter;  
reg [14:0] pause_counter_next;  
wire lcd_en_next;  
assign addr = {image, counter_page[2:0]};
assign lcd_rst = rst_n;
assign lcd_cs = 2'b11;
always @*
    begin
        {lcd_di_next,lcd_rw_next,lcd_data_next} = 10'b0_0_00111111;
        state_next = state;
        counter_page_next = counter_page;
        counter_y_next = counter_y;
        image_next = image;
        idle_counter_next = idle_counter;
        data_request_next = data_request;
        pause_counter_next = pause_counter;
    if(~lcd_en)
        begin
            case (state)
                3'b000:
                    begin
                        {lcd_di_next,lcd_rw_next,lcd_data_next} = 10'b0_0_11000000;
                        state_next = 3'b001;
                        counter_y_next = 7'd0;
                        counter_page_next = 4'd0;
                    end
                3'b001:
                    begin
                        if((counter_page <= 4'd7) && (counter_y < 7'd63))
                            begin
                                {lcd_di_next, lcd_rw_next, lcd_data_next} = 10'b1_0_00000000;			 
                                counter_y_next = counter_y + 1'b1;
                            end  
                        else if((counter_page <= 4'd7) && (counter_y == 7'd63))
                            begin
                                {lcd_di_next, lcd_rw_next, lcd_data_next} = 10'b1_0_00000000;
                                counter_y_next = counter_y + 1'b1;
                                counter_page_next = counter_page + 1'b1;
                            end  
                        else if((counter_page <= 4'd7) && (counter_y == 7'd64))
                            begin
                                {lcd_di_next, lcd_rw_next, lcd_data_next} = {7'b0_0_10111, counter_page[2:0]};
                                counter_y_next = 7'b0;
                            end  
                        else if((counter_page == 4'd8) && (counter_y == 7'd64))
                            begin
                                {lcd_di_next, lcd_rw_next, lcd_data_next} = {4'b0_0_01, 6'b0};
                                counter_y_next = counter_y + 1'b1;
                            end  
                        else if((counter_page == 4'd8) && (counter_y==7'd65))
                            begin
                                {lcd_di_next, lcd_rw_next, lcd_data_next} = {7'b0_0_10111, 3'd0};
                                counter_y_next = 7'd0;
                                counter_page_next = 4'b0;
                                state_next = 3'b010;
                                image_next = 4'd0;
                            end  
                    end
                3'b010:
                    begin
                        {lcd_di_next,lcd_rw_next,lcd_data_next} = 10'b0_0_00111111;
                    if(idle_counter >= 14'd10000)
                        begin
                            state_next = 3'b011;
                            idle_counter_next = 14'd0;
                            counter_y_next = 7'd0;
                            counter_page_next = 4'd0;
                        end
                    else
                        begin
                            state_next = 3'b010;
                            idle_counter_next = idle_counter + 1'b1;
                        end
                    end
                3'b011:
                    begin
                        data_request_next = 1'b1;
                    if(data_ack == 1'b1)  
                        begin
                            state_next = 3'b100;
                            data_request_next = 1'b0;
                            counter_y_next = 7'd0;
                            {lcd_di_next,lcd_rw_next,lcd_data_next} = {7'b0_0_10111, counter_page[2:0]};
                        end
                    end
                3'b100:
                    begin
                        if(counter_y < 7'd63)
                            begin
                                {lcd_di_next,lcd_rw_next,lcd_data_next} = {2'b1_0,data};
                                counter_y_next = counter_y + 1'b1;
                            end
                        else if(counter_y == 7'd63)
                            begin
                                {lcd_di_next,lcd_rw_next,lcd_data_next} = {2'b1_0,data};
                                counter_y_next = counter_y + 1'b1;
                                counter_page_next = counter_page + 1'b1;
                            end
                        else if(counter_y == 7'd64)
                            begin
                                counter_y_next = 7'd0;
                            if(counter_page==4'd8)
                                begin
                                    if(image == 4'd8)
                                        begin
                                            image_next = 4'd0;
                                            state_next = 3'b101;
                                        end
                                    else
                                        begin
                                            image_next = image + 1'b1;  
                                            state_next = 3'b010;
                                        end
                                end
                            else
                                state_next = 3'b011;
                            end
                    end
                3'b101:
                    begin
                        if(pause_counter == 15'd16000)
                            begin
                                state_next = 3'b010;
                                pause_counter_next = 15'd0;
                            end
                        else
                            begin
                                state_next = 3'b101;
                                pause_counter_next = pause_counter + 1'b1;
                            end
                    end
            endcase
        end
    end
always @(posedge clk or negedge rst_n)
    if(~rst_n)
        begin
            state <= 3'd0;
            counter_y <= 7'd0;
            counter_page <= 4'd0;
            image <= 4'd0;
            idle_counter <= 12'd0;
            data_request <= 1'b0;
            lcd_di <= 1'b0;
            lcd_rw <= 1'b0;
            lcd_data <= 8'd0;
            lcd_en <= 1'b0;
            pause_counter <= 15'd0;
        end
    else
        begin
            state <= state_next;
            counter_y <= counter_y_next;
            counter_page <= counter_page_next;
            image <= image_next;
            idle_counter <= idle_counter_next;
            data_request <= data_request_next;
            lcd_di <= lcd_di_next;
            lcd_rw <= lcd_rw_next;
            lcd_data <= lcd_data_next;
            lcd_en <= lcd_en_next;
            pause_counter <= pause_counter_next;
        end
assign lcd_en_next = ~lcd_en;
endmodule
```
==> run_summary.xml <==
<?xml version="1.0" encoding="UTF-8"?>
<metrics>
  <group name="clocking">
    <metric name="cts_buffers" unit="">9</metric>
    <metric name="clock_sinks" unit="">62</metric>
    <metric name="ctsHoldBuffers" unit="">0</metric>
    <metric name="htree_num_levels" unit="">3</metric>
    <metric name="insertion_delay" unit="ns">0.35</metric>
    <metric name="root_buffer" unit="">clkbuf_8</metric>
    <metric name="postCtsResizedCells" unit="">0</metric>
    <metric name="post-cts-setup-buffers" unit="">0</metric>
    <metric name="path_clk_slew" unit="ns">0.07</metric>
    <metric name="ctsLongestPathBuffers" unit="">2</metric>
    <metric name="tritoncts_clock_tree" unit="">done</metric>
  </group>
  <group name="cells_and_area">
    <metric name="layout.area.seq" unit="mm^2">0.00155</metric>
    <metric name="area_delta_synth_final" unit="%">14.5</metric>
    <metric name="area.combinational" unit="mm^2">0.00173</metric>
    <metric name="fillerInstances" unit="">579</metric>
    <metric name="drive_gt1_share" unit="%">9.85</metric>
  </group>
  <group name="placement">
    <metric name="io_buffer_count" unit="">29</metric>
    <metric name="dp.final_hpwl" unit="um">5050</metric>
    <metric name="detailedPlace.worstSlack" unit="ns">1.73</metric>
    <metric name="gp_congestion" unit="">0.870</metric>
  </group>
  <group name="detailed_routing">
    <metric name="detailed_route_wire_length_per_cell" unit="um">15.6</metric>
    <metric name="post-route-drc-count" unit="">0</metric>
    <metric name="antennaDiodeCount" unit="">0</metric>
    <metric name="vias" unit="">2698</metric>
    <metric name="drt_iter0_drc" unit="">129</metric>
    <metric name="tally_of_nets_with_antenna_violations_remaining_after_routing" unit="">0</metric>
    <metric name="drt_pass1_iterations" unit="">4</metric>
    <metric name="post_drt_via_cell_ratio" unit="">5.67</metric>
    <metric name="drt-total-wl" unit="um">7410</metric>
  </group>
  <group name="critical_path">
    <metric name="slowest_delay" unit="ns">0.56</metric>
    <metric name="worst_path_max_delay_cell" unit="">clkdlybuf4s50_1</metric>
    <metric name="worstReg2RegStart" unit="">idle_counter[6]</metric>
    <metric name="cp_top_family" unit="">buffers and inverters</metric>
    <metric name="timing.critical_path.cells" unit="">buf_2, clkdlybuf4s50_1</metric>
    <metric name="required" unit="ns">3.68</metric>
    <metric name="setup.worst_path.end_class" unit="">output pin</metric>
    <metric name="timing.setup.critical_path_class" unit="">in -&gt; out</metric>
    <metric name="worst-path-max-fanout" unit="">23</metric>
    <metric name="start_kind" unit="">input pin</metric>
    <metric name="crit_path_start" unit="">rst_n</metric>
    <metric name="timing.critical_path.buf_inv" unit="">2</metric>
    <metric name="crit_arrival" unit="ns">1.90</metric>
  </group>
  <group name="floorplan">
    <metric name="die_h" unit="um">85.4</metric>
    <metric name="floorplan.die.width" unit="um">85.4</metric>
    <metric name="core_util_floorplan" unit="%">51.4</metric>
    <metric name="fp_rows" unit="">30</metric>
    <metric name="core_region_area" unit="mm^2">0.00676</metric>
    <metric name="die_area" unit="mm^2">0.00729</metric>
    <metric name="count_of_boundary_i_o_pins" unit="">33</metric>
  </group>
  <group name="power_and_ir_drop">
    <metric name="vdd.ir_drop.worst" unit="uV">242</metric>
    <metric name="p_leak" unit="uW">0.00176</metric>
    <metric name="power_density" unit="mW/mm^2">343</metric>
  </group>
  <group name="synth">
    <metric name="most_common_cell" unit="">dfrtp_1</metric>
    <metric name="yosys_chip_area" unit="mm^2">0.00347</metric>
    <metric name="synth-edff-count" unit="">0</metric>
    <metric name="number_of_warning_messages_in_the_yosys_log" unit="">1</metric>
    <metric name="syn-instance-count" unit="">365</metric>
    <metric name="mappedNetlistArea" unit="mm^2">0.00347</metric>
    <metric name="largest_area_cell" unit="">dfrtp_1</metric>
    <metric name="synthArstFlopShare" unit="%">100</metric>
    <metric name="synthTopCellsByCount" unit="">61 x dfrtp_1, 40 x nor2_1, 26 x nand2_1, 26 x o21ai_0, 25 x nand3_1</metric>
    <metric name="syn_avg_cell_area" unit="um^2">9.52</metric>
    <metric name="ranking_of_synthesized_cells_by_area" unit="">dfrtp_1 44%, nor2_1 4.3%, ha_1 4.0%</metric>
    <metric name="ys_types" unit="">67</metric>
    <metric name="postSynthRegisterBits" unit="">62</metric>
    <metric name="top_area_share" unit="%">43.9</metric>
    <metric name="yosysSeqAreaShare" unit="%">44.7</metric>
    <metric name="yosys_instances" unit="">365</metric>
    <metric name="dominantRegCellSynth" unit="">dfrtp_1</metric>
  </group>
  <group name="timing">
    <metric name="final.setup_skew" unit="ns">0.0145</metric>
    <metric name="timing_max_transition_violations_final" unit="">0</metric>
    <metric name="setup_violations" unit="">0</metric>
    <metric name="setup_ws" unit="ns">1.78</metric>
    <metric name="period_utilization" unit="%">61.3</metric>
    <metric name="max_slew.worst_pin.slew" unit="ns">0.814</metric>
    <metric name="timing_hold_violations_final" unit="">0</metric>
    <metric name="fin_crit" unit="ns">2.82</metric>
    <metric name="timing.setup.tns" unit="ns">0</metric>
    <metric name="rsz0062_at_grt" unit="">false</metric>
    <metric name="worst_slew_margin_rel" unit="%">45.5</metric>
    <metric name="max_freq" unit="MHz">355</metric>
  </group>
  <group name="global_route">
    <metric name="busiest_layer" unit="">met1</metric>
    <metric name="gr-usage-met2" unit="%">34.0</metric>
    <metric name="met3_usage" unit="%">2.57</metric>
    <metric name="number_of_global_route_vias_before_repair" unit="">2607</metric>
    <metric name="grt_start_max_net_pins" unit="">42</metric>
    <metric name="wire_length_of_the_first_global_routing_pass" unit="um">12600</metric>
    <metric name="global_route.usage.met1" unit="%">36.4</metric>
    <metric name="grt_overflow_total" unit="">0</metric>
    <metric name="number_of_antenna_violations_at_the_first_check_in_global_routing" unit="">0</metric>
    <metric name="groute.usage.overall" unit="%">22.2</metric>
  </group>
  <group name="job">
    <metric name="maxCapViolCount" unit="">0</metric>
    <metric name="tool_warnings" unit="">32</metric>
  </group>
  <group name="min_path">
    <metric name="min_path_type" unit="">reg -&gt; reg</metric>
    <metric name="worst_hold_startpoint" unit="">pause_counter[14]</metric>
  </group>
  <group name="status">
    <metric name="outcome" unit="">finished, final reports clean</metric>
  </group>
</metrics>
## layer usage
layer | up-vias | share of wire [%]
met3 | 9 | 3.6
met2 | 51 | 46
met5 | - | 0
met1 | 1294 | 49
li1 | 1344 | -
met4 | 0 | 1.4
## cell families after synthesis
logic type / after synthesis / share of synthesized area [%]
AOI/OAI and AO/OA: 77 / 16.1
DFF: 62 / 44.7
xor gates and xnor gates: 22 / 5.55
buffers and inverters: 38 / 5.51
and+or+nand+nor: 151 / 23.3
other: 2 / 0.216
muxes: 2 / 0.612
adders and majority gates: 11 / 3.96
## power by group
group          switching, uW  internal [uW]  total, uW
sequential              50.0            573        623
combinational            109           97.9        207
clock                    229            304        533
total                    388            976       1360
## state kept, by name (all words and copies together), names as in the netlist
| name | cells |
|---|---|
| counter_y | 8 |
| data_request | 1 |
| pause_counter | 15 |
| counter_page | 4 |
| lcd_data | 8 |
| lcd_en | 1 |
| lcd_di | 1 |
| idle_counter | 14 |
| image | 4 |
| state | 6 |
## final cells by class
cell class,count,share of cell area (%)
Multi-Input combinational cell,266,43.6
Sequential cell,62,39.0
Timing Repair Buffer,31,7.54
Clock buffer,10,3.21
Tap cell,80,2.51
Clock inverter,6,2.17
Inverter,21,1.98
## placed cells by master, fill, tap and decap left out, types with 2 or more instances in the layout
| master | netlist | routed |
|---|---|---|
| a211o_1 | 2 | 2 |
| a21o_1 | 3 | 3 |
| a21oi_1 | 7 | 7 |
| a22o_1 | 4 | 4 |
| a31o_2 | 2 | 2 |
| a31oi_1 | 4 | 4 |
| and2_1 | 3 | 3 |
| and3_1 | 5 | 5 |
| and4_1 | 3 | 3 |
| buf_4 | 7 | 2 |
| bufinv_16 | 0 | 2 |
| clkbuf_8 | 0 | 9 |
| clkdlybuf4s50_1 | 0 | 28 |
| clkinv_2 | 0 | 2 |
| conb_1 | 2 | 3 |
| dfrtp_1 | 61 | 61 |
| ha_1 | 11 | 11 |
| inv_1 | 21 | 21 |
| nand2_1 | 26 | 26 |
| nand3_1 | 25 | 25 |
| nand3b_1 | 2 | 2 |
| nand4_1 | 7 | 7 |
| nor2_1 | 40 | 40 |
| nor2b_1 | 7 | 7 |
| nor3_1 | 6 | 6 |
| nor4_1 | 4 | 4 |
| nor4b_1 | 3 | 3 |
| o211ai_1 | 4 | 4 |
| o21ai_0 | 26 | 26 |
| o2bb2ai_1 | 2 | 2 |
| o31ai_1 | 4 | 4 |
| o41ai_2 | 2 | 2 |
| or2_2 | 4 | 4 |
| or3_1 | 5 | 5 |
| xnor2_1 | 7 | 7 |
| xor2_1 | 15 | 15 |
## worst paths after layout
kind	cells past startpoint	endpoint	slack, ns
max	2	lcd_rst	1.78
max in group asynchronous	2	lcd_data[0]	3.15
min	1	pause_counter[14]	0.47
min reg2reg	1	pause_counter[14]	0.47
min in group asynchronous	1	idle_counter[5]	0.53
max reg2reg	4	state[5]	2.32
## through the flow
stage | power [uW] | instance area (um^2) | cells | utilization (%) | hold WS, ns
CTS | 1370 | 3980 | 476 | 58.9 | 0.475
global placement | 837 | 3770 | 460 | 55.7 | 0.459
floorplan | 768 | 3480 | 366 | - | 0.426
detailed placement | 839 | 3770 | 460 | 55.7 | 0.462
global route | 1430 | 3980 | 476 | 58.9 | 0.503
finish | 1360 | 3980 | 476 | 58.9 | 0.473
No activity file was given, so power comes from the tool's default toggle rates.
