==> flow/constraint.sdc <==
current_design final_exam

set clk_period 5.6
set clk_io_pct 0.2

create_clock -name clk0 -period $clk_period [get_ports {clk}]

set non_clock_inputs [all_inputs -no_clocks]
set_input_delay [expr $clk_period * $clk_io_pct] -clock clk0 $non_clock_inputs
set_output_delay [expr $clk_period * $clk_io_pct] -clock clk0 [all_outputs]
==> flow/run.sh <==
#!/bin/bash
# OpenROAD 26Q1-2900-gdf79404cd8, Yosys 0.63+post, stock flow scripts
make -C /OpenROAD-flow-scripts/flow DESIGN_CONFIG=/design/flow/config.mk WORK_HOME=/design/flow/orfs finish
==> flow/design.v <==
`timescale 1ns / 1ps
`timescale 1ns / 1ps
module clock_generator(
  clk,  
  rst_n,  
  clk_1,  
  clk_100  
);
input clk;  
input rst_n;  
output clk_1;  
output clk_100;  
reg clk_1;  
reg clk_100;  
reg [25-1:0] count_20M, count_20M_next;
reg [18-1:0] count_200K, count_200K_next;
reg clk_1_next;
reg clk_100_next;
always @*
  if (count_20M == 20_000_000-1)
  begin
    count_20M_next = 25'd0;
    clk_1_next = ~clk_1;
  end
  else
  begin
    count_20M_next = count_20M + 1'b1;
    clk_1_next = clk_1;
  end
always @(posedge clk or negedge rst_n)
  if (~rst_n)
  begin
    count_20M <=25'b0;
    clk_1 <=1'b0;
  end
  else
  begin
    count_20M <= count_20M_next;
    clk_1 <= clk_1_next;
  end
always @*
  if (count_200K == 200_000-1)
  begin
    count_200K_next = 18'd0;
    clk_100_next = ~clk_100;
  end
  else
  begin
    count_200K_next = count_200K + 1'b1;
    clk_100_next = clk_100;
  end
always @(posedge clk or negedge rst_n)
  if (~rst_n)
  begin
    count_200K <=18'b0;
    clk_100 <=1'b0;
  end
  else
  begin
    count_200K <= count_200K_next;
    clk_100 <= clk_100_next;
  end
endmodule
`timescale 1ns / 1ps
module final_exam(
	clk,  
	DIP,  
	rst_n,  
	col_n,  
	row_n,  
	control,  
	display,  
	LED1,  
	LED2  
);
input clk;  
input DIP;  
input rst_n;  
input [3:0] col_n;  
output [3:0] row_n;  
output [3:0] LED1, LED2;  
output [3:0] control;  
output [14:0] display;  
reg [3:0] LED1, LED2;
wire clk_out, clk_100;
wire [1:0] clk_ctl;
wire [3:0] key;
wire [3:0] out, display0, display1, display2, display3;
wire [3:0] LED1_tmp, LED2_tmp;
freq_div frequency_divider(
	.clk_out(clk_out),  
	.clk_ctl(clk_ctl),  
	.clk(clk),  
	.rst_n(rst_n)  
);
clock_generator clk_generate(
	.clk(clk),  
	.rst_n(rst_n),  
	.clk_100(clk_100)  
);
keypad_scan keypad_scanner(
	.clk(clk_100),  
	.rst_n(rst_n),  
	.col_n(col_n),  
	.row_n(row_n),  
	.key(key)  
);
shifter shift_register(
	.q0(display0),  
	.q1(display1),
	.q2(display2),
	.q3(display3),
	.LED1_tmp(LED1_tmp),
	.LED2_tmp(LED2_tmp),
	.clk(clk_out),  
	.DIP(DIP),  
	.key(key),  
	.rst_n(rst_n)  
);
always @*
	if(DIP == 1'b0)
		begin
			LED1 = 4'd0;
			LED2 = 4'd0;
		end
	else
		begin
			LED1 = LED1_tmp;
			LED2 = LED2_tmp;
		end
scan_ctl scan_controller(
    .clk_ctl(clk_ctl),
	.display0(display0),
	.display1(display1),
	.display2(display2),
	.display3(display3),
    .ctl(control),
    .out(out)
);
ssd_decoder decoder(
	.ssd_out(display),  
	.bcd(out)  
);
endmodule
`timescale 1ns / 1ps
module freq_div(
	clk_out,  
	clk_ctl,  
	clk,  
	rst_n  
    );
output clk_out;  
output [1:0] clk_ctl;  
input clk;  
input rst_n;  
reg clk_out;  
reg [1:0] clk_ctl;  
reg [14:0] cnt_l;  
reg [6:0] cnt_h;  
reg [25-1:0] cnt_tmp;  
always @(clk_out or cnt_h or clk_ctl or cnt_l)
	cnt_tmp = {clk_out,cnt_h,clk_ctl,cnt_l} + 1'b1;
always @(posedge clk or negedge rst_n)
	if(~rst_n) {clk_out,cnt_h,clk_ctl,cnt_l} <= 25'd0;
	else {clk_out,cnt_h,clk_ctl,cnt_l} <= cnt_tmp;
endmodule
`timescale 1ns / 1ps
`timescale 1ns / 1ps
module keypad_scan(
	clk,  
	rst_n,  
	col_n,  
	row_n,  
	key,  
	pressed  
   );
input clk, rst_n;
input [4-1:0] col_n;
output reg [4-1:0] row_n;
output [3:0] key;  
output pressed;  
reg [1:0] sel, sel_next;
reg [3:0] key, key_detected, key_next;
reg keypad_state, keypad_state_next;
reg [4-1:0] pause_delay, pause_delay_next;
reg pressed_detected, pressed_next, pressed;
always @(posedge clk or negedge rst_n)
	if(~rst_n)
		sel = 2'b00;
	else
		sel = sel_next;
always @*
	sel_next = sel + 1'b1;
always @*
	case(sel)
		2'd0: row_n = 4'b0111;
		2'd1: row_n = 4'b1011;
		2'd2: row_n = 4'b1101;
		2'd3: row_n = 4'b1110;
		default: row_n = 4'b1111;
	endcase
always @*
	begin
		case({row_n,col_n})
			8'b1011_1011:  
				begin
					key_detected = 4'd3;
					pressed_detected = 1'b1;
				end
			8'b1011_1101:  
				begin
					key_detected = 4'd6;
					pressed_detected = 1'b1;
				end
			8'b1011_1110:  
				begin
					key_detected = 4'd9;
					pressed_detected = 1'b1;
				end
			8'b1101_1011:  
				begin
					key_detected = 4'd2;
					pressed_detected = 1'b1;
				end
			8'b1101_1101:  
				begin
					key_detected = 4'd5;
					pressed_detected = 1'b1;
				end
			8'b1101_1110:  
				begin
					key_detected = 4'd8;
					pressed_detected = 1'b1;
				end
			8'b1110_0111:  
				begin
					key_detected = 4'd0;
					pressed_detected = 1'b1;
				end
			8'b1110_1011:  
				begin
					key_detected = 4'd1;
					pressed_detected = 1'b1;
				end
			8'b1110_1101:  
				begin
					key_detected = 4'd4;
					pressed_detected = 1'b1;
				end
			8'b1110_1110:  
				begin
					key_detected = 4'd7;
					pressed_detected = 1'b1;
				end
			default:
				begin
					key_detected = 4'd0;
					pressed_detected = 1'b0;
				end
		endcase
	end
always @*
	case(keypad_state)
		1'b1:
			begin
				if(pressed_detected == 1'b1)
					begin
						keypad_state_next = 1'b0;
						pressed_next = 1'b1;
						pause_delay_next = 4'b0;
						key_next = key_detected;
					end
				else
					begin
						keypad_state_next = 1'b1;
						pressed_next = 1'b0;
						pause_delay_next = 4'b0;
						key_next = key;
					end
			end
		1'b0:
			begin
				if(pause_delay == 4'b0001)
					begin
						keypad_state_next = 1'b1;
						pressed_next = 1'b0;
						pause_delay_next = 4'b0;
						key_next = key;
					end
				else
					begin
						keypad_state_next = 1'b0;
						pressed_next = 1'b1;
						pause_delay_next = pause_delay + 1'b1;
						key_next = key;
					end
			end
		default:
			begin
				keypad_state_next = 1'b1;
				pressed_next = 1'b0;
				pause_delay_next = 4'b0;
				key_next = key;
			end
	endcase
always @(posedge clk or negedge rst_n)
	if(~rst_n)
		keypad_state <= 1'b0;
	else
		keypad_state <= keypad_state_next;
always @(posedge clk or negedge rst_n)
	if(~rst_n)
		pause_delay <= 4'd0;
	else
		pause_delay <= pause_delay_next;
always @(posedge clk or negedge rst_n)
	if(~rst_n)
		pressed <= 1'b0;
	else
		pressed <= pressed_next;
always @(posedge clk or negedge rst_n)
	if(~rst_n)
		key <= 4'd0;
	else
		key <= key_next;
endmodule
`timescale 1ns / 1ps
module scan_ctl(
    clk_ctl,
	display0,
	display1,
	display2,
	display3,
    ctl,
    out
);
output reg [4-1:0] ctl;
output reg [3:0] out;
input [1:0] clk_ctl;
input [3:0] display0, display1, display2, display3;
always @*
	case(clk_ctl)
		2'b00:
		begin
			ctl = 4'b0111;
			out = display0;
		end
		2'b01:
		begin
			ctl = 4'b1011;
			out = display1;
		end
		2'b10:
		begin
			ctl = 4'b1101;
			out = display2;
		end
		2'b11:
		begin
			ctl = 4'b1110;
			out = display3;
		end
	endcase
endmodule
`timescale 1ns / 1ps
module shifter(
	q0,  
	q1,
	q2,
	q3,
	LED1_tmp,
	LED2_tmp,
	clk,  
	DIP,  
	key,  
	rst_n  
    );
output reg [4-1:0] q0, q1, q2, q3;  
output reg [4-1:0] LED1_tmp, LED2_tmp;
reg [4-1:0] q4, q5, q6, q7, q8;
input clk, rst_n;  
input [3:0] key;  
input DIP;  
always @(posedge clk or negedge rst_n)
	if(~rst_n)
		begin
			q0 <= 4'd0;
			q1 <= 4'd0;
			q2 <= 4'd0;
			q3 <= 4'd0;
			q4 <= 4'd0;
			q5 <= 4'd0;
			q6 <= 4'd0;
			q7 <= 4'd0;
			q8 <= 4'd0;
		end
	else if(DIP == 1'b0)
		begin
			LED1_tmp = q0;
			LED2_tmp = key;
			q0 <= key;
			q1 <= q0;
			q2 <= q1;
			q3 <= q2;
			q4 <= q3;
			q5 <= q4;
			q6 <= q5;
			q7 <= q6;
			q8 <= q7;
		end
	else
		begin
			q0 <= q8;
			q1 <= q0;
			q2 <= q1;
			q3 <= q2;
			q4 <= q3;
			q5 <= q4;
			q6 <= q5;
			q7 <= q6;
			q8 <= q7;
		end
endmodule
`timescale 1ns / 1ps
module ssd_decoder(
   ssd_out,  
	bcd  
    );
output [14:0] ssd_out;
input [3:0] bcd;
reg [14:0] ssd_out;
always @(bcd)
	case (bcd)
		4'd0:
			ssd_out = 15'b0000_0011_1111_111;  
		4'd1:
			ssd_out = 15'b1001_1111_1111_111;  
		4'd2:
			ssd_out = 15'b0010_0100_1111_111;  
		4'd3:
			ssd_out = 15'b0000_1100_1111_111;  
		4'd4:
			ssd_out = 15'b1001_1000_1111_111;  
		4'd5:
			ssd_out = 15'b0100_1000_1111_111;  
		4'd6:
			ssd_out = 15'b0100_0000_1111_111;  
		4'd7:
			ssd_out = 15'b0001_1111_1111_111;  
		4'd8:
			ssd_out = 15'b0000_0000_1111_111;  
		4'd9:
			ssd_out = 15'b0000_1000_1111_111;  
		4'd10:
			ssd_out = 15'b1111_1100_1011_011;  
		4'd11:
			ssd_out = 15'b1111_1100_1111_111;  
		4'd13:
			ssd_out = 15'b1111_1111_0000_001;  
		4'd14:
			ssd_out = 15'b1111_1100_1111_111;  
		4'd15:
			ssd_out = 15'b1111_1111_1111_111;  
		default:
			ssd_out = 15'b1111_1111_1111_110;  
	endcase
endmodule
==> flow/config.mk <==
export PLATFORM = sky130hd
export DESIGN_NAME = final_exam
export DESIGN_NICKNAME = final_exam
export VERILOG_FILES = /design/flow/design.v
export SDC_FILE = /design/flow/constraint.sdc
export NUM_CORES = 4
export LEC_CHECK = 1
export CORE_UTILIZATION = 50
==> flow_summary.toml <==
# generated from flow reports
[logic_synthesis]
syn_area_per_cell_um2 = 12.3
yosys.area_share.aoi_pct = 3.95
synth.cellmix.adderShare_pct = 4.46
ys_seq_share_pct = 59.8
xor_share_pct = 8.73
logic_family = "simple AND/OR/NAND/NOR gates"
ys_types = 48
synth.cell_area_um2 = 4210
yosysTopAreaCell = "dfrtp_1"
synth_stat.cells = 343
synth.area.mux_share_pct = 4.46
top_area_share_pct = 54.1
ys_sh_simple_pct = 15.8
yosys_warnings = 7
edf_count = 8
numSynthFlops = 99
top_cells_by_area = "dfrtp_1, edfxtp_1, xnor2_1"
yosysChipArea_um2 = 4210
syn_inst = 343
synth-async-reset-ratio_pct = 91.9
flop_cell = "dfrtp_1"

[power_and_ir_drop]
ir_drop_v = 0.000148
p_total_mw = 0.545
p_leak_nw = 2.16
power_density_nw_per_um2 = 115

[final_timing]
period_used_pct = 66.7
untimed_endpoints = 67
hold_viol = 0
setup_viol = 0
whs_ns = 0.454
slew_headroom_pct = 56.3
rsz0062_at_grt = "no"
fin_crit_ns = 3.74
worst_slack_ns = 1.86
tightest_slew_ns = 0.654
setup_tns_ns = 0
drv_slew = 0
unclocked_pins = 55
fmax_mhz = 268
fin_worst_skew_ns = 0.00556

[placed_design]
dp.cells = 478
gp_congestion = 0.858
dp_slack_ns = 2.01
dpl.hpwl_um = 4450
dpl_cell_area_um2 = 4670
io_buffers = 37

[global_route]
grt_overflow = 0
grtUsageTotal_pct = 16.0
grt_pass1_vias = 2372
grt_start_max_net_pins = 55
grt_pass1_wl_um = 10900
antenna_found_initial = 0

[drt]
drt_wl_total_um = 6060
n_antenna_cell = 0
first_iter_violations = 44
post-route-drc-count = 0
antenna_left = 0
dr.pass1.iters = 20
vias = 2451
routedWlPerCell_um = 12.5
detail_route.vias_per_cell = 5.04

[status]
status = "completed"

[worst_setup_path]
slowest_stage = "dfrtp_1"
startpoint_type = "register"
crit_arrival_ns = 2.62
critPathTopFamily = "buffers and inverters"
critPathRequiredTime_ns = 4.48
crit_buf_inv = 2
crit_chain = "mux4_2, inv_1, nand2_1, a21boi_0, o22ai_1, clkdlybuf4s50_1"
rrSetupSlack_ns = 3.76
critPathKind = "register to output port"
crit_path_max_incr_delay_ns = 0.62
cp-end-kind = "output port"
crit_path_max_fanout = 11

[floorplanning]
ios = 38
row_count = 33
core_area_um2 = 8180
die_y_um = 93.8
chipArea_um2 = 8790
die-width_um = 93.8
fp_util_pct = 51.5

[worst_hold_path]
hold_class = "register to register"

[finish]
finalCoreUtilization_pct = 58.2
drive_above_1_share_pct = 7.09
top_register = "clk_generate.count_200K"
lay_top_count = "dfrtp_1"
largest_register_ffs = 18
syn_to_final_growth_pct = 12.9
final_area_um2 = 4760
stdcell_count = 486
lay_top_cells = "dfrtp_1, clkdlybuf4s50_1, nand2_1"

[clock_tree]
cts_hold_buf = 0
cts_tree = "done"
cts_inserted_buffers = 5
cts_max_path_buffers = 2
clkLatencyLatePin_ns = 0.29
post_cts_buffers = 0
htreeDepth = 2
clk_pin_slew_ns = 0.08
cts.repair.resized = 0
clockRootBuffer = "clkbuf_8"

[job]
cap_viol_max_count = 0
warning_count = 35
-- synth_stat cells, drive strengths merged (8+ instances only) --
| cell type | count |
|---|---|
| buf | 9 |
| ha | 15 |
| nand2 | 31 |
| and3 | 9 |
| edfxtp | 8 |
| nand4 | 12 |
| xor2 | 17 |
| inv | 14 |
| nor2 | 22 |
| nand3 | 14 |
| dfrtp | 91 |
| and2 | 12 |
| xnor2 | 25 |
-- report_power, final --
group / internal (mW) / switching [mW] / leakage [nW]
Sequential: 0.318 / 0 / 1.27
Combinational: 0.00952 / 0.0181 / 0.842
Clock: 0.101 / 0.0992 / 0.0455
Total: 0.428 / 0.117 / 2.16
-- cell type report --
class                           count  area, um2
Sequential cell                    99       2520
Inverter                           14       52.6
Multi-Input combinational cell    220       1570
Tap cell                          105        131
Fill cell                         674       3420
Timing Repair Buffer               40        390
Clock buffer                        8       90.1
-- kinds of logic after synthesis --
group,count (synthesis)
compound gates,24
xor+xnor,42
fa+ha+maj,15
buf+inv,24
flops,99
mux,14
simple gates,125
-- metal layers --
metal	vias to the layer above	track usage (%)	share of wire (%)
met4	0	1.28	1.1
met5	-	0	0
li1	1233	-	-
met3	5	1.81	2.5
met2	26	23.9	46
met1	1187	28.4	50
-- final timing paths --
kind,from,cells past startpoint,endpoint
min in group asynchronous,rst_n,1,frequency_divider.cnt_h[6]
min reg2reg,frequency_divider.cnt_l[0],1,frequency_divider.cnt_l[0]
max in group asynchronous,rst_n,2,clk_generate.count_200K[15]
max reg2reg,clk_generate.count_200K[7],5,clk_generate.count_200K[8]
max,frequency_divider.clk_ctl[1],6,display[8]
min,frequency_divider.cnt_l[0],1,frequency_divider.cnt_l[0]
Power is estimated from default activity; no workload was simulated.
